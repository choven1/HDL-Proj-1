$ cat ./run.sh
#!/bin/bash
# OpenROAD 26Q1-2900-gdf79404cd8, Yosys 0.63+post, stock flow scripts
make -C /OpenROAD-flow-scripts/flow DESIGN_CONFIG=/design/flow/config.mk WORK_HOME=/design/flow/orfs finish
$ cat ./config.mk
export PLATFORM = sky130hd
export DESIGN_NAME = SimpleSend
export DESIGN_NICKNAME = SimpleSend
export VERILOG_FILES = /design/flow/design.v
export SDC_FILE = /design/flow/constraint.sdc
export NUM_CORES = 4
export LEC_CHECK = 1
export CORE_UTILIZATION = 40
export SYNTH_HDL_FRONTEND = slang
$ cat ./constraint.sdc
current_design SimpleSend

set clk_period 5.7
set clk_io_pct 0.2

create_clock -name clk0 -period $clk_period [get_ports {clk}]

set non_clock_inputs [all_inputs -no_clocks]
set_input_delay [expr $clk_period * $clk_io_pct] -clock clk0 $non_clock_inputs
set_output_delay [expr $clk_period * $clk_io_pct] -clock clk0 [all_outputs]
$ cat ./design.v
module BitCounter(Count,ClearCounter,IncCounter,clk,reset);
  output  [7:0] Count;
  input   ClearCounter, IncCounter;
  input   clk, reset;
  reg [7:0] Count, nCount;
  always @(posedge clk)
    if(reset) Count <= 0;
    else Count <= nCount;
  always @(reset, Count, ClearCounter, IncCounter)
    if(reset || ClearCounter)
      nCount = 0;
    else if(IncCounter)
      nCount = Count+1;
    else
      nCount = Count;
endmodule
module Display(Seg,Anode,clk,Lvl);
  input  clk;
  input  [2:0] Lvl;
  output [0:6] Seg;
  output [3:0] Anode;
  wire [2:0] Dig;
  wire Ghost;
  SevenSegment d1 (Seg,Dig,Ghost);
  Mux4Machine	 m1 (Dig,Anode,Ghost,Lvl,clk);
endmodule
module GRBStateMachine(qmode,Done,LoadGRBPattern,ShiftPattern,StartCoding,
          ClrCounter,IncCounter,ShipGRB,theBit,bdone,Count,NumLEDs,clk,reset,allDone);
  output [1:0] qmode;
  output allDone, Done, LoadGRBPattern, ShiftPattern, StartCoding, ClrCounter, IncCounter;
  input ShipGRB, theBit, bdone;
  input [7:0] Count;
  input [3:1] NumLEDs;
  input clk, reset;
  reg S, nS;
  parameter SSHIPRET=1'b0, SSHIPGRB=1'b1;
  reg [7:0] COMPAREVAL;
  reg [14:0] rCount;   
  always @(posedge clk)
    if(reset) S <= SSHIPRET;
    else S <= nS;
  always @(S, ShipGRB, bdone, Count, COMPAREVAL)
    case(S)
      SSHIPRET: nS = ShipGRB ? SSHIPGRB : SSHIPRET;
      SSHIPGRB: nS = (bdone && (Count==COMPAREVAL)) ? SSHIPRET : SSHIPGRB;
      default : nS = SSHIPRET;
		endcase
  assign LoadGRBPattern = (S==SSHIPRET)&&ShipGRB;
  assign ClrCounter     = (S==SSHIPRET)&&ShipGRB;
  assign StartCoding    = (S==SSHIPRET)&&ShipGRB;
  assign ShiftPattern   = (S==SSHIPGRB)&&bdone;
  assign IncCounter     = (S==SSHIPGRB)&&bdone;
  assign qmode          = (S==SSHIPRET) ? 2'b10 : {1'b0,theBit};
  assign Done           = (S==SSHIPGRB)&&bdone&&(Count==COMPAREVAL);
  assign allDone        = (S==SSHIPRET)&&(rCount==15'd28100);  
  always @(NumLEDs)
    case(NumLEDs)   
      3'b001:  COMPAREVAL = 23;   
      3'b010:  COMPAREVAL = 47;   
      3'b011:  COMPAREVAL = 71;   
      3'b100:  COMPAREVAL = 95;   
      3'b101:  COMPAREVAL = 119;  
      default: COMPAREVAL = 23;   
    endcase
  always @(posedge clk)
    begin
      if(reset || Done)   
        rCount <= 0;
      else if (S==SSHIPRET)
        rCount <= rCount+1; 
      else rCount <= rCount;
    end
endmodule
module GameEngine1(GRBout,Cycle,Flag,Go,clk,reset,Run,Lvl);
  output reg [119:0] GRBout;
  output Cycle;
  output Flag;
  input [2:0] Lvl; 
  input Go, clk, reset, Run;
  reg [3:0] S, nS;
  reg [24:0] Count, nCount;
  reg [23:0] color;  
  reg [3:0] N;  
  parameter OFF = 24'h000000, RED = 24'h00FF00, ORANGE = 24'h44FF00, GREEN = 24'hFF0000;
  parameter CYAN = 24'hFF00FF, BLUE = 24'h0000FF, VIOLET = 24'h0088FF;
  always @(posedge clk)
    begin
      if(reset) begin
        Count <= 0;
        S <= 0; end
      else if (Go || (Count[24:21]==N)) begin
        S <= nS;
        Count <= nCount; end
      else begin
        S <= S;
        Count <= nCount; end
    end
  always @(*)
    begin
      if((Count[24:21]==N))
        nCount = 0;
      else if (Run)
        nCount = Count+1;
      else
        nCount = Count;
    end
  always @(*)
    case(S)
      4'b0000: begin GRBout = {RED,   color, OFF,   color, color}; nS = (Go ? S : S+1); end
      4'b0001: begin GRBout = {color, RED,   OFF,   color, color}; nS = (Go ? S : S+1); end
      4'b0010: begin GRBout = {color, color, RED,   color, color}; nS = (Go ? 4'b1000 : S+1); end
      4'b0011: begin GRBout = {color, color, OFF,   RED,   color}; nS = (Go ? S : S+1); end
      4'b0100: begin GRBout = {color, color, OFF,   color, RED  }; nS = (Go ? S : S+1); end
      4'b0101: begin GRBout = {color, color, OFF,   RED,   color}; nS = (Go ? S : S+1); end
      4'b0110: begin GRBout = {color, color, RED,   color, color}; nS = (Go ? 4'b1000 : S+1); end
      4'b0111: begin GRBout = {color, RED,   OFF,   color, color}; nS = (Go ? S : 4'b0000); end
      4'b1000: begin GRBout = {color, color, color, color, color}; nS = (Run ? 4'b0000 : 4'b1000); end 
      default: begin GRBout = {OFF,   OFF,   OFF,   OFF,   OFF  }; nS = 4'b0000; end
    endcase
  always @ (Lvl)
    case (Lvl)
      3'b000:  begin color = ORANGE; N = 4'b1110; end
      3'b001:  begin color = GREEN;  N = 4'b1000; end
      3'b010:  begin color = CYAN;   N = 4'b0110; end
      3'b011:  begin color = BLUE;   N = 4'b0100; end
      3'b100:  begin color = VIOLET; N = 4'b0011; end
      default: begin color = OFF;    N = 4'b1100; end
    endcase
  assign Flag = (S==4'b1000) ? 1'b1 : 1'b0;  
  assign Cycle = Count[21];  
endmodule
module GameEngine2(GRBSeq,Refresh,Run,Lvl,Go,clk,reset,GRBin,Cycle,Flag);
  output reg [119:0] GRBSeq;
  output Refresh, Run, Lvl;
  input Go, clk, reset, Cycle;
  input [119:0] GRBin;  
  input Flag;  
  reg [1:0] S, nS;
  reg [28:0] Count, nCount;
  reg [2:0] Lvl, nLvl;
  parameter PLAY = 2'b00, FLASH = 2'b01, WIN = 2'b10;
  parameter OFF = 24'h000000_000000_000000_000000_000000;
  always @(posedge clk)
    if (reset) begin
      Count <= 0;
      S <= 0; 
      Lvl <= 0; end
    else begin
      S <= nS;
      Count <= nCount; 
      Lvl <= nLvl; end
  always @(*)
    if (Count[28]) begin
      if (Flag) nLvl = Lvl+1;
      else nLvl = 0; end
    else
      nLvl = Lvl;
  always @(*)
    begin
      if(S!=FLASH || Count[28])
        nCount = 0;
      else if (S==FLASH)
        nCount = Count+1;
      else
        nCount = Count;
    end
  always @(*)
    case(S)
      PLAY   : begin if (Lvl==3'b101) 
                   nS = WIN;
                 else
                   nS = (Go ? FLASH : PLAY); end 
      FLASH  : nS = (Count[28] ? PLAY : FLASH);
      WIN    : nS = (reset ? PLAY : WIN);
      default: nS = PLAY;
    endcase
  always @(*)
    if (S==FLASH && Count[24]) GRBSeq = OFF;
    else GRBSeq = GRBin;	
  assign Refresh = (Cycle || Count[23]);  
  assign Run = (S==PLAY);  
endmodule
module Mux4Machine(Dig,Anode,Ghost,Lvl,clk);
  output reg [2:0] Dig;  
  output reg [3:0] Anode;   
  output Ghost; 
  input  [2:0] Lvl;
  input  clk;
  parameter NUMSVAR=7;
  reg [24:0] NS, S;  
  reg [1:0] NSel, Sel;  
  always @(posedge clk)
    S <= NS;
  always @(posedge S[NUMSVAR])
    Sel <= NSel;
  always @(*)
    NS = S + 1;
  always @(*)
    NSel = Sel + 1;
  always @(*)
    case(Sel)
      2'b00:   begin Dig = 3'h0; Anode=4'b1111; end  
      2'b01:   begin Dig = Lvl;  Anode=(Lvl==3'b101 && S[24]) ? 4'b1111 : 4'b1011; end  
      2'b10:   begin Dig = 3'h0; Anode=(Lvl==3'b101 && S[24]) ? 4'b1111 : 4'b1101; end
      2'b11:   begin Dig=3'h0;   Anode=(Lvl==3'b101 && S[24]) ? 4'b1111 : 4'b1110; end
      default: begin Dig=3'h0;   Anode=4'b1111; end
    endcase
  assign Ghost = S[8];  
endmodule
module NZRbitGEN(bout, bdone, qmode, startcoding, clk, reset);
  output  bout, bdone;   
  input   [1:0] qmode;   
  input   startcoding;   
  input   clk, reset;    
  reg     bout;          
  reg     [6:0] bcount;  
  always @(posedge clk)
  begin
    if(reset || startcoding)
      bcount <= 0;
    else
      bcount <= bcount+1; 
   end
  always @(qmode or bcount)  
  begin
    case(qmode)         
      2'b00:  bout = (bcount < 36) ? 1 : 0 ;  
      2'b01:  bout = (bcount < 92) ? 1 : 0 ;  
      2'b10:  bout = 0;  
      2'b11:  bout = 1;  
      default: bout = 0;
    endcase
  end
  assign bdone = (bcount == 127);   
endmodule
module SSStateMachine(shipGRB,Done,Cycle,clk,reset,allDone,Ready2Go);
  output shipGRB, Ready2Go;
  input allDone, Done, Cycle;
  input clk, reset;
  reg [1:0] S, nS;
  parameter SWAIT=2'b00, SSHIP=2'b01, SRET=2'b10;
  always @(posedge clk)
    if(reset) S <= SWAIT;
    else S <= nS;
  always @(S, Cycle, Done, allDone)
    case(S)
      SWAIT  : nS = Cycle   ? SSHIP : SWAIT;
      SSHIP  : nS = Done    ? SRET  : SSHIP;
      SRET   : nS = allDone ? SWAIT : SRET;
      default: nS = SWAIT;
    endcase
  assign Ready2Go = (S==SWAIT);   
  assign shipGRB  = (S==SSHIP);   
endmodule
module SevenSegment(Seg,Dig,Ghost);
  input [2:0] Dig;
  input Ghost;
  output reg [0:6] Seg;
  always @(*)
    case(Dig)
      3'b000:  Seg = (Ghost) ? 7'b111_1111 : 7'b000_0001;  
      3'b001:  Seg = (Ghost) ? 7'b111_1111 : 7'b100_1111;  
      3'b010:  Seg = (Ghost) ? 7'b111_1111 : 7'b001_0010;  
      3'b011:  Seg = (Ghost) ? 7'b111_1111 : 7'b000_0110;  
      3'b100:  Seg = (Ghost) ? 7'b111_1111 : 7'b100_1100;  
      3'b101:  Seg = (Ghost) ? 7'b111_1111 : 7'b010_0100;  
      default: Seg = 7'b111_1111;  
    endcase
endmodule
module ShiftRegister(CurrentBit,GRBSeq,LoadRegister,RotateRegisterLeft,clk,reset);
  output CurrentBit;
  input  [119:0] GRBSeq;
  input  LoadRegister, RotateRegisterLeft;
  input  clk, reset;
  parameter DEFAULTREG=120'h000000_000000_000000_000000_000000;   
  reg [119:0]  TheReg, nTheReg;   
  always @(posedge clk)
    if(reset) TheReg <= DEFAULTREG;
    else  TheReg <= nTheReg;
  always @(TheReg, LoadRegister, RotateRegisterLeft, GRBSeq)
    if(LoadRegister)
      nTheReg = GRBSeq;
    else if(RotateRegisterLeft)
      nTheReg = {TheReg[118:0],TheReg[119]};
    else
      nTheReg = TheReg;
  assign  CurrentBit = TheReg[119];
endmodule
module SimpleSend(dataOut,Ready2Go,Seg,Anode,Go,clk,reset);
  output dataOut, Ready2Go;
  output [0:6] Seg;
  output [3:0] Anode;
  input Go, clk, reset;
  parameter   [3:1]  NumLEDs = 3'b101;
  wire shipGRB, Done, allDone, Run, Flag;
  wire [1:0] qmode;
  wire LoadGRBPattern, ShiftPattern, StartCoding, ClrCounter, IncCounter, theBit, bdone, Cycle, Refresh;
  wire [7:0] Count;
  wire [119:0] GRBSeq, GRBout;
  wire [2:0] Lvl;
  SSStateMachine  sssm(shipGRB,Done,Cycle,clk,reset,allDone,Ready2Go);
  GRBStateMachine grbsm(qmode,Done,LoadGRBPattern,ShiftPattern,StartCoding,ClrCounter,
                        IncCounter,shipGRB,theBit,bdone,Count,NumLEDs,clk,reset,allDone);
  ShiftRegister   shftr(theBit,GRBSeq,LoadGRBPattern,ShiftPattern,clk,reset);
  BitCounter      btcnt(Count,ClrCounter,IncCounter,clk,reset);
  NZRbitGEN       nzrgn(dataOut,bdone,qmode,StartCoding,clk,reset);
  GameEngine1     game1(GRBout,Refresh,Flag,Go,clk,reset,Run,Lvl);
  GameEngine2     game2(GRBSeq,Cycle,Run,Lvl,Go,clk,reset,GRBout,Refresh,Flag);
  Display         dsply(Seg,Anode,clk,Lvl);
endmodule
==> impl_metrics.env <==
# yosys + openroad results
export IMPL_status="complete, no violations"
export IMPL_synth_area_um2=10700
export IMPL_finalHoldViolations=0
export IMPL_dr_pass1_iters=4
export IMPL_rows=59
export IMPL_min_period_over_period=0.628
export IMPL_cts_resized=0
export IMPL_power_internal_uw=2770
export IMPL_first_iter_violations=640
export IMPL_drive_gt1_frac=0.0548
export IMPL_core_area_um2=26200
export IMPL_postCtsHoldBufs=0
export IMPL_io_buffers=14
export IMPL_ir_drop_mv=0.214
export IMPL_ys_seq_share=0.457
export IMPL_warnings=36
export IMPL_chipArea_um2=27500
export IMPL_cts_tree="yes"
export IMPL_syn_area_per_cell_um2=8.43
export IMPL_syn_inst=1274
export IMPL_logic_area_um2=5420
export IMPL_dp_hpwl_um=12700
export IMPL_combPwrFrac=0.014
export IMPL_seq_power_share=0.492
export IMPL_power_density_nw_per_um2=292
export IMPL_synth_distinct_cells=57
export IMPL_edf_count=0
export IMPL_cp_end_kind="output pin"
export IMPL_instances_no_fill=1595
export IMPL_flop_cell="dfxtp_1"
export IMPL_top_area_cell="dfxtp_1"
export IMPL_max_slew_margin_rel=0.439
export IMPL_lay_top_cells="dfxtp_1, nor2_1, a211oi_1"
export IMPL_setup_tns_ps=0
export IMPL_grt_pass1_wl_um=36700
export IMPL_die_w_um=166
export IMPL_p_leak_uw=0.00400
export IMPL_synth_stat_cells=1274
export IMPL_clk_pin_slew_ps=60
export IMPL_worstPathArrival_ps=2440
export IMPL_fp_util=0.410
export IMPL_sw_frac_of_total=0.206
export IMPL_clock_fmax_mhz=279
export IMPL_slew_viol_final=0
export IMPL_globalRouteOverflowTotal=0
export IMPL_untimed_endpoints=2
export IMPL_final_util=0.455
export IMPL_finalSetupViolations=0
export IMPL_ys_ff=245
export IMPL_whs_ps=391
export IMPL_grt_usage=0.159
export IMPL_syn_to_final_growth_pct=11.1
export IMPL_finalWirelength_um=21100
export IMPL_root_buffer="clkbuf_16"
export IMPL_maxCapViolations=0
export IMPL_antenna_found_initial=0
export IMPL_clockPowerShare=0.494
export IMPL_clk_path_buf_depth=3
export IMPL_topCellsByArea="dfxtp_1, nor2_1, a211oi_1, o21ai_0, xnor2_1"
export IMPL_top_cell_area_share=0.457
export IMPL_yosysWarnings=0
export IMPL_unclocked_pins=2
export IMPL_cts_made_buffers=26
export IMPL_io_pins=16
export IMPL_cts_post_setup_buffers_inserted=0
export IMPL_die_h_um=166
export IMPL_wl_per_cell_um=13.3
export IMPL_ys_chip_area_um2=10700
export IMPL_nFillCells=2437
export IMPL_regArea_um2=4900
export IMPL_period_needed_ps=3580
export IMPL_tightestPinTransition_ps=841
export IMPL_n_antenna_cell=0
export IMPL_insertion_delay_ps=520
export IMPL_worstPathMaxFanout=8
export IMPL_rsz0062_at_grt="false"
export IMPL_vias_per_cell=5.25
export IMPL_p_sw_uw=719
export IMPL_grt_start_max_net_pins=80
export IMPL_drc=0
export IMPL_vias=8373
export IMPL_gp_congestion=0.835
export IMPL_async_flop_share=0
export IMPL_hp_class="reg2reg"
export IMPL_grt_pass1_vias=7587
export IMPL_final_area_um2=11900
export IMPL_required_ps=4560
export IMPL_dp_cells=1547
export IMPL_h_tree_depth=1
export IMPL_finalClockSkew_ps=12.1
export IMPL_cp_start_kind="flip-flop"
export IMPL_placedInstanceArea_um2=11000
export IMPL_critPathKind="reg2out"
export IMPL_final_common_cell="dfxtp_1"
export IMPL_ant_nets=0
## cells by family after synthesis
family | Yosys count | synth area share
compound gates | 284 | 0.174
mux | 8 | 0.00757
fa+ha+maj | 21 | 0.0245
xor+xnor | 97 | 0.0791
other cells | 1 | 0.000349
buf+inv | 108 | 0.0402
flops | 245 | 0.457
simple gates | 510 | 0.218
## flip-flops by register name, summed over array words and instances (netlist names), 3 cells and up
| signal | flops |
|---|---|
| shftr.TheReg | 120 |
| game2.Count | 29 |
| dsply.m1.S | 25 |
| game1.Count | 25 |
| grbsm.rCount | 15 |
| btcnt.Count | 8 |
| nzrgn.bcount | 7 |
| game1.S | 4 |
| game2.Lvl | 3 |
| game2.S | 3 |
| sssm.S | 3 |
## final cells by class
class                   instances  area share
well taps                     335      0.0351
clock inverters                10     0.00892
multi-input cells             921       0.454
clock buffers                  38      0.0660
flip-flops and latches        245       0.411
inverters                      23     0.00724
repair buffers                 23      0.0172
## per-stage QoR
step                      setup slack [ps]  total power, uW
after floorplan                       3210             1790
after global placement                2680             1800
after detailed placement              2670             1800
after CTS                             2090             3540
after global routing                  1990             3620
final                                 2120             3490
## synth_stat cells, drive strengths merged (2+ instances only)
| library cell | count |
|---|---|
| a211oi | 114 |
| a21o | 3 |
| a21oi | 24 |
| a2bb2oi | 2 |
| a311oi | 7 |
| a31oi | 3 |
| and2 | 5 |
| and3 | 11 |
| and3b | 2 |
| and4 | 7 |
| buf | 14 |
| clkbuf | 71 |
| clkinv | 2 |
| dfxtp | 245 |
| ha | 21 |
| inv | 21 |
| mux2i | 7 |
| nand2 | 93 |
| nand2b | 11 |
| nand3 | 45 |
| nand3b | 6 |
| nand4 | 21 |
| nand4b | 2 |
| nor2 | 231 |
| nor2b | 8 |
| nor3 | 32 |
| nor4 | 11 |
| nor4b | 2 |
| o21a | 5 |
| o21ai | 108 |
| o21bai | 4 |
| o221a | 2 |
| or2 | 7 |
| or3 | 11 |
| or4 | 4 |
| xnor2 | 60 |
| xor2 | 37 |
## worst paths after layout
path                           to     startpoint  slack [ps]  cells after the start
hold / removal      dsply.m1.S[0]  dsply.m1.S[0]         390                      1
setup reg to reg  shftr.TheReg[5]     game1.S[0]        2950                      7
setup / recovery         Anode[2]   game2.Lvl[1]        2120                      5
hold reg to reg     dsply.m1.S[0]  dsply.m1.S[0]         390                      1
## power by group through the flow
stage	Combinational, uW	Sequential [uW]	Clock [uW]
4_1_cts	50.7	1710	1770
5_1_grt	56.4	1720	1850
6_report	49.6	1720	1720
## critical path: stages (launching register included)
cell and delay [ps]:
dfxtp_1 470, inv_1 120, ha_1 280, and3_1 250, a2111o_1 410, clkdlybuf4s50_1 400
## layer usage
metal  wire, um  part of all wire  GRT usage  up-vias
li1           -                 -          -     4382
met1      10900              0.52      0.254     3855
met2       9110              0.43      0.239      107
met3        775             0.037     0.0231       29
met4        340             0.016     0.0264        0
met5          0                 0          0        -
Power and IR drop assume default switching activity.
