### run.sh
#!/bin/bash
# OpenROAD 26Q1-2900-gdf79404cd8, Yosys 0.63+post, stock flow scripts
make -C /OpenROAD-flow-scripts/flow DESIGN_CONFIG=/design/flow/config.mk WORK_HOME=/design/flow/orfs finish
### config.mk
export PLATFORM = sky130hd
export DESIGN_NAME = SuperCylon
export DESIGN_NICKNAME = SuperCylon
export VERILOG_FILES = /design/flow/design.v
export SDC_FILE = /design/flow/constraint.sdc
export NUM_CORES = 4
export LEC_CHECK = 1
export CORE_UTILIZATION = 40
export SYNTH_HDL_FRONTEND = slang
### constraint.sdc
current_design SuperCylon

set clk_period 5.1
set clk_io_pct 0.2

create_clock -name clk0 -period $clk_period [get_ports {clk}]

set non_clock_inputs [all_inputs -no_clocks]
set_input_delay [expr $clk_period * $clk_io_pct] -clock clk0 $non_clock_inputs
set_output_delay [expr $clk_period * $clk_io_pct] -clock clk0 [all_outputs]
### design.v
module SuperCylon(GRBSeq,Cycle,Go,clk,reset);
	output reg [119:0] GRBSeq;
	output Cycle;
	input	Go, clk, reset;
	reg [4:0]	S, nS;
	reg [25:0] Count, nCount;
	parameter	BLACKOUT=5'b00000;
	always @(posedge clk)
		if(reset) begin
		    Count <= 0;
			S <= BLACKOUT; end
		else if (Count [25]) begin
			S <= nS;
			Count <= nCount; end
		else begin
			S <= S;
			Count <= nCount; end
	always @(reset, Count)
    if(reset || Count [25])
		nCount = 0;
	else
		nCount = Count+1;
	always @(S, Go) begin
		if(S==BLACKOUT)
            nS = (Go ? 5'b00001 : BLACKOUT);
		else
			nS=S+1;
	end
	always @(S)
		case(S)
			5'b00001: GRBSeq = 120'h0000FF_000000_000000_000000_000000;
			5'b00010: GRBSeq = 120'h00000F_0003FF_000000_000000_000000;
			5'b00011: GRBSeq = 120'h000003_00020F_000FFF_000000_000000;
			5'b00100: GRBSeq = 120'h000000_000103_00070F_003FFF_000000;
			5'b00101: GRBSeq = 120'h000000_000000_000103_00070F_00FFFF;
			5'b00110: GRBSeq = 120'h000000_000000_000000_00FF3F_000F0F;
			5'b00111: GRBSeq = 120'h000000_000000_00FF0F_000F07_000303;
			5'b01000: GRBSeq = 120'h000000_00FF03_000F07_000301_000000;
			5'b01001: GRBSeq = 120'h00FF00_000F02_000301_000000_000000;
			5'b01010: GRBSeq = 120'h000F00_03FF00_000000_000000_000000;
			5'b01011: GRBSeq = 120'h000300_020F00_0FFF00_000000_000000;
			5'b01100: GRBSeq = 120'h000000_010300_070F00_3FFF00_000000;
			5'b01101: GRBSeq = 120'h000000_000000_010300_070F00_FFFF00;
			5'b01110: GRBSeq = 120'h000000_000000_000000_FF3F00_0F0F00;
			5'b01111: GRBSeq = 120'h000000_000000_FF0F00_0F0700_030300;
			5'b10000: GRBSeq = 120'h000000_FF0300_0F0700_030100_000000;
			5'b10001: GRBSeq = 120'hFF0000_0F0200_030100_000000_000000;
			5'b10010: GRBSeq = 120'h0F0000_FF0003_000000_000000_000000;
			5'b10011: GRBSeq = 120'h030000_0F0002_FF000F_000000_000000;
			5'b10100: GRBSeq = 120'h000000_030001_0F0007_FF003F_000000;
			5'b10101: GRBSeq = 120'h000000_000000_030001_0F0007_FF00FF;
			5'b10110: GRBSeq = 120'h000000_000000_000000_3F00FF_0F000F;
			5'b10111: GRBSeq = 120'h000000_000000_0F00FF_07000F_030003;
			5'b11000: GRBSeq = 120'h000000_0300FF_07000F_010003_000000;
			5'b11001: GRBSeq = 120'h0000FF_02000F_010003_000000_000000;
			5'b11010: GRBSeq = 120'h00000F_010003_000000_000000_000000;
			5'b11011: GRBSeq = 120'h000003_000000_000000_000000_000000;
			5'b11100: GRBSeq = 120'h000000_000000_000000_000000_000000;
			5'b11101: GRBSeq = 120'h000000_000000_000000_000000_000000;
			5'b11110: GRBSeq = 120'h000000_000000_000000_000000_000000;
			5'b11111: GRBSeq = 120'h000000_000000_000000_000000_000000;
			default:  GRBSeq = 120'h000000_000000_000000_000000_000000; 
		endcase
	assign Cycle = Count[25];
endmodule
==> flow_summary.ini <==
; yosys + openroad results
[critical_path]
reg2reg_to = GRBSeq[57]
crit_required_ns = 5.37
crit_chain = clkdlybuf4s50_1 > nand2b_1 > mux2i_1 > or3_1 > ha_1 > nand3_1 > nor4_1 > a221oi_2 > o31ai_1
cp_slowest_stage_delay_ns = 0.74
rrSetupSlack_ns = 1.96
cp_max_fo = 20
r2r-start = S[0]
r2r_cells = 10
cp-end-kind = register
cp-start-kind = input pin
path_class = in -> reg
arrival_ns = 3.70
crit_slowest_cell = ha_1
cp_top_family = simple AND/OR/NAND/NOR gates
cp_num_buf_inv = 1

[floorplan]
dieArea_mm2 = 0.01125
initCoreUtil_pct = 41.57
chipWidth_um = 106.1
rows = 37
core_area_mm2 = 0.01042
die_h_um = 106.1
io_pins = 124

[global_routing]
grt_pass1_vias = 3022
antenna_found_initial = 0
grt_pass1_wl_mm = 15.33
grt_max_degree = 27
overflow = 0
track_usage_pct = 17.66

[sta]
setup_viol = 0
hold_viol = 0
holdWs_ns = 0.4618
rsz0062_at_grt = no
tns_ns = 0
period_needed_ns = 3.429
finalClockPeriodUsage_pct = 67.23
fmax_mhz = 291.7
slew_viol_final = 0
fin_skew_ns = 0.007012
tightest_slew_ns = 0.8688
slew_headroom_pct = 41.79

[clock_tree]
cts_made_buffers = 9
clock_latency_ns = 0.36
postCtsSetupBuffers = 0
cts_buffer_depth = 2
ctsResizeCount = 0
cts_tree = yes
cts_hold_buf = 0
clock-root-buffer = clkbuf_8
h-tree-depth = 3
cts_sinks = 94
clk_pin_slew_worst_paths_ns = 0.09

[logic_synthesis]
synth_cells = 473
syn_area_per_cell_um2 = 9.155
synthArstFlopShare_pct = 0
synthFlopType = dfxtp_1
synth_cell_types = 64
synth-area-yosys_mm2 = 0.004330
synth_seq_share_pct = 43.46
synth_area_mm2 = 0.004330
ys_cells = 473
synth-edff-count = 0
ys_warn_count = 0
synth_flops = 94

[run]
stage_log_warnings = 31
max_cap_viol_count = 0

[placed_design]
port_buffers = 123
dp_hpwl_mm = 6.815
place_congestion = 0.8579

[hold_path]
hold_path_class = reg -> reg
whs_path_depth = 2
hold_end = Count[25]
min_from = Count[24]

[detailed_routing]
dr_total_vias = 3284
drt_iter0_drc = 214
drc = 0
wl_per_cell_um = 14.14
routed_wl_mm = 9.430
drt_pass1_iterations = 4
routed_via_density = 4.924
antenna_cells_inserted = 0
ant_nets = 0

[layout]
area_growth_pct = 23.66
drive_gt1_share_pct = 8.663
fillers = 967

[power_and_ir_drop]
power_w = 0.001197
leakage_nw = 2.025
power_density_mw_per_mm2 = 223.5
ir_drop_uv = 126.4

[outcome]
status = completed
flip-flops by register name, indices dropped and copies added (netlist names):
| register | cells |
|---|---|
| Count | 26 |
| S | 5 |
| GRBSeq | 63 |
logic make-up (layout without fill, tap and decap cells):
group	after synthesis	in the layout	share of synthesized area, %
muxes	4	4	0.9246
AOI/OAI and AO/OA	67	67	10.95
adders and majority gates	9	9	2.600
buffers and inverters	104	162	15.28
DFF	94	94	43.46
and+or+nand+nor	168	168	20.54
xor gates and xnor gates	27	27	6.241
worst register-to-register path: cells and delay by family (launching register included):
family	cells	cell delay, ns
flops	1	0.39
mux	1	0.20
compound gates	2	0.16
fa+ha+maj	2	0.90
buf+inv	1	0.09
simple gates	4	1.33
where the power goes:
group	switching, W	internal, W
clock	0.000261	0.000182
sequential	0.00000230	0.000735
combinational	0.0000112	0.00000513
total	0.000275	0.000922
synthesized netlist by cell type (2+ instances only):
library cell	instances	share of area, %
o21ai_0	14	1.6
o21ai_1	2	0.23
nor4_2	7	2.0
nor3_1	9	1.0
nor2b_1	3	0.43
or3_1	4	0.58
nand4_1	6	0.87
clkbuf_1	10	0.87
nand2_1	37	3.2
buf_6	3	0.78
a21oi_1	17	2.0
xor2_1	10	2.0
a32oi_1	2	0.40
nand3b_1	2	0.35
o211ai_1	4	0.69
inv_1	18	1.6
inv_2	2	0.17
o21bai_1	2	0.35
a2bb2oi_1	2	0.40
o32ai_1	2	0.40
o22ai_1	2	0.29
ha_1	9	2.6
buf_4	59	10
and2_1	5	0.72
mux2i_1	4	0.92
nand3_1	17	2.0
and3_1	13	1.9
dfxtp_1	94	43
or2_2	3	0.43
o2111ai_1	2	0.40
buf_2	10	1.2
xnor2_1	14	2.8
nor2_1	53	4.6
a211oi_1	2	0.35
through the flow:
stage	cells	instance area [um2]	utilization, %	setup WS, ns
floorplan	473	4330	-	2.384
global placement	652	5182	49.75	1.425
detailed placement	652	5182	49.75	1.333
CTS	667	5355	51.41	1.706
global route	667	5355	51.41	1.353
finish	667	5355	51.41	1.671
worst max path at each step:
stage	start	end	slack, ns	depth (start not counted)
finish	Go	GRBSeq[57]	1.67	9
CTS	Go	GRBSeq[57]	1.71	9
global route	Go	GRBSeq[57]	1.35	9
cells in the final DEF, fill, tap and decap left out, types with 3 or more instances in the layout:
master,Yosys,layout
xnor2_1,14,14
or3_1,4,4
nand3_1,17,17
o21ai_0,14,14
nand4_1,6,6
nor2_1,53,53
o211ai_1,4,4
clkbuf_8,0,9
and2_1,5,5
mux2i_1,4,4
and3_1,13,13
dfxtp_1,94,94
clkdlybuf4s50_1,0,123
a21oi_1,17,17
nor3_1,9,9
ha_1,9,9
inv_1,18,18
xor2_1,10,10
nor2b_1,3,3
nand2_1,37,37
or2_2,3,3
nor4_2,7,7
area by class of cell:
class / instances / area (um2) / area share, %
Multi-Input combinational cell: 275 / 1787 / 33.36
Sequential cell: 94 / 1882 / 35.14
Timing Repair Buffer: 125 / 1246 / 23.27
Tap cell: 136 / 170.2 / 3.178
Clock buffer: 10 / 127.6 / 2.383
Inverter: 22 / 97.59 / 1.822
Clock inverter: 5 / 45.04 / 0.8411
per-layer routing:
metal  vias up  wire length, um  GRT usage (%)  share of wire (%)
li1       1643                -              -                  -
met1      1493             3976          24.62                 42
met2       138             4657          29.93                 49
met3        10              662          3.315                7.0
met4         0              133          2.579                1.4
met5         -                0              0                  0
Power figures rest on the tool's default switching activity, not on a simulated workload.
